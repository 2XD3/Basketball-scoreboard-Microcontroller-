==> flow/design.v <==
module lcd(clk, rs, rw, en,dat,ascii_0_G,ascii_1_G,ascii_2_G,ascii_0_H,ascii_1_H,ascii_2_H,ascii_0_min,ascii_1_min,ascii_0_sec,ascii_1_sec,ascii_0_period);  
 input clk;  
 input  [7:0] ascii_0_G, ascii_1_G, ascii_2_G;
 input  [7:0] ascii_0_H, ascii_1_H, ascii_2_H;
 input  [7:0] ascii_0_min, ascii_1_min;
 input  [7:0] ascii_0_sec, ascii_1_sec;
 input  [7:0] ascii_0_period;
 output [7:0] dat; 
 output  rs,rw,en; 
 reg [7:0] g0,g1,g2,h0,h1,h2,m0,m1,s0,s1,p;
 reg e; 
 reg [7:0] dat; 
 reg rs;   
 reg  [31:0] counter; 
 reg [4:0] current,next; 
 reg clkr; 
 reg [3:0] cnt; 
 parameter  set0=4'h0; 
 parameter  set1=4'h1; 
 parameter  set2=4'h2; 
 parameter  set3=4'h3; 
 parameter  dat0=4'h4; 
 parameter  dat1=4'h5; 
 parameter  dat2=4'h6; 
 parameter  dat3=4'h7; 
 parameter  set4=4'h8; 
 parameter  dat4=4'h9; 
 parameter  dat5=4'hA; 
 parameter  dat6=4'hB; 
 parameter  dat7=4'hC; 
 parameter  dat8=4'hD; 
 parameter  set5=4'hE; 
 parameter  dat9=5'hF; 
 parameter  dat10=5'h10; 
 parameter  dat11=5'h11;
 parameter  dat12=5'h12;
 parameter  dat13=5'h13; 
 parameter  dat14=5'h14;  
 parameter  dat15=5'h15;
 parameter  dat16=5'h16;
 parameter  dat17=5'h17; 
 parameter  dat18=5'h18; 
 parameter  dat19=5'h19;
 parameter  dat20=5'h1A; 
 parameter  dat21=5'h1B; 
 parameter  dat22=5'h1C;
 parameter  dat23=5'h1D;
 parameter  dat24=5'h1F;
 parameter  nul=4'h1E; 
always @(posedge clk)      
 begin 
  counter=counter+1; 
  if(counter== 16'hffff) 
  begin
  clkr=~clkr;
  counter = 0;
  end
end 
always @(posedge clkr) 
begin 
 g0 <= ascii_0_G;
 g1 <= ascii_1_G;
 g2 <= ascii_2_G;
 h0 <= ascii_0_H;
 h1 <= ascii_1_H;
 h2 <= ascii_2_H;
 s0 <= ascii_0_sec;
 s1 <= ascii_1_sec;
 m0 <= ascii_0_min;
 m1 <= ascii_1_min;
 p  <= ascii_0_period;
end
reg [15:0] dl;
always @(negedge clkr) 
begin 
	current=next; 
  case(current) 
    set0:   begin  rs<=0; dat<=8'h38; next<=set1; end 
    set1:   begin  rs<=0; dat<=8'h0c; next<=set2; end 
    set2:   begin  rs<=0; dat<=8'h6; next<=set3; end 
    set3:   begin  rs<=0; dat<=8'h1; next<=dat0; end 
    dat0:   begin  rs<=1; dat<="H"; next<=dat1; end 
    dat1:   begin  rs<=1; dat<="O"; next<=dat2; end 
    dat2:   begin  rs<=1; dat<="M"; next<=dat3; end 
    dat3:   begin  rs<=1; dat<="E"; next<=set4; end
    set4:   begin  rs<=0; dat<=8'h8b; next<=dat4; end 
    dat4:   begin  rs<=1; dat<="G"; next<=dat5; end 
    dat5:   begin  rs<=1; dat<="U"; next<=dat6; end 
    dat6:   begin  rs<=1; dat<="E"; next<=dat7; end 
    dat7:   begin  rs<=1; dat<="S"; next<=dat8; end 
    dat8:   begin  rs<=1; dat<="T"; next<=set5; end 
	 set5:   begin  rs<=0; dat<=8'hc0; next<=dat9; end 
    dat9:   begin  rs<=1; dat<=h2; next<=dat10; end 
	 dat10:   begin  rs<=1; dat<=h1; next<=dat11; end
	 dat11:   begin  rs<=1; dat<=h0; next<=dat12; end
	 dat12:   begin  rs<=1; dat<=" "; next<=dat13; end
	 dat13:   begin  rs<=1; dat<=p; next<=dat14; end 
	 dat14:   begin  rs<=1; dat<="-"; next<=dat15; end
	 dat15:   begin  rs<=1; dat<=m1; next<=dat16; end
	 dat16:   begin  rs<=1; dat<=m0; next<=dat17; end
	 dat17:   begin  rs<=1; dat<=":"; next<=dat18; end
	 dat18:   begin  rs<=1; dat<=s1; next<=dat19; end
	 dat19:   begin  rs<=1; dat<=s0; next<=dat20; end
	 dat20:   begin  rs<=1; dat<=" "; next<=dat21; end
	 dat21:   begin  rs<=1; dat<=" "; next<=dat22; end
	 dat22:   begin  rs<=1; dat<=g2; next<=dat23; end
	 dat23:   begin  rs<=1; dat<=g1; next<=dat24; end
	 dat24:   begin  rs<=1; dat<=g0; next<=nul; end
     nul:   begin rs<=0;  dat<=8'h00;                     
              if(cnt!=2'h2)  
                  begin  
                       e<=0;next<=set0;cnt<=cnt+1;  
                  end  
                   else  
                     begin next<=nul; e<=1; 
                    end    
              end 
   default:   next=set0; 
    endcase 
 end 
assign en=clkr|e; 
assign rw=0; 
endmodule
==> flow/run.sh <==
#!/bin/bash
# OpenROAD 26Q1-2900-gdf79404cd8, Yosys 0.63+post, stock flow scripts
make -C /OpenROAD-flow-scripts/flow DESIGN_CONFIG=/design/flow/config.mk WORK_HOME=/design/flow/orfs finish
==> flow/config.mk <==
export PLATFORM = sky130hd
export DESIGN_NAME = lcd
export DESIGN_NICKNAME = lcd
export VERILOG_FILES = /design/flow/design.v
export SDC_FILE = /design/flow/constraint.sdc
export NUM_CORES = 4
export LEC_CHECK = 1
export CORE_UTILIZATION = 40
==> flow/constraint.sdc <==
current_design lcd

set clk_period 6.9
set clk_io_pct 0.2

create_clock -name clk0 -period $clk_period [get_ports {clk}]

set non_clock_inputs [all_inputs -no_clocks]
set_input_delay [expr $clk_period * $clk_io_pct] -clock clk0 $non_clock_inputs
set_output_delay [expr $clk_period * $clk_io_pct] -clock clk0 [all_outputs]
==> CHANGELOG.md <==
### Metrics

* Yosys stat area at 0.00517 sq mm
* Slew headroom at 0.403
* DP Area at roughly 0.0063 sq mm
* Final period util at 0.453
* Cell area after layout at 0.00642 sq mm
* Post-Syn Instances at 519
* Postcts setup bufs at 0
* Setup CP Type: reg2reg
* First-pass DRT Iterations at 5
* Crit path arrival time at about 3.3 ns
* Hold/Removal Path Class: reg2reg
* Area growth syn-to-layout at 24.2%
* VDD IR-drop max at between 0.00015 and 0.0002 V
* Initial antenna violation count at 0
* Commonest flop: dfxtp_1
* Hold Crit Start: counter[31]
* FF/Latch Area at ~0.0028 sq mm
* Max-slew violation count at 0
* Crit path max fanout at 16
* FP Rows at between 40 and 50
* Worst Reg-to-Reg Cells at 9
* Post-route minimum period at 3.13 ns
* Largest net degree at the start of global routing at 89
* Register pins left without a clock at 102
* Fmax at roughly 0.32 GHz
* Yosys cell count at 519
* Grt ovf at 0
* DRT iter0 DRCs at 251
* Cell Count, Final, Fillers Out at 772
* Total CTS buffers at 5
* Vias in the first global route at about 3800
* Setup tns final at 0 ns
* EDFF count, synth at 10
* DRC Markers at 0
* Mapped Avg Cell Area at 9.96 sq um
* Clock latency (worst-skew pair) at 0.27 ns
* Endpoints left unconstrained at 120
* Fin. Hold Viols at 0
* P per Cell Area at 71.4 mW/mm^2
* Fillers at approximately 1200
* Endpoint type of the worst setup path: register
* H-tree Lvls at 2
* Final setup fails at 0
* Leak pwr at roughly 2.3 nW
* Post-route ant nets at 0
* RD Place Congestion at 0.947
* Slew @ Worst Pin at 0.894 ns
* Die area at between 0.01 and 0.015 sq mm
* Max cap viols at 0
* Max Root-Sink Buffers at 2
* Core Util, Final at 0.509
* I/O Pins at 100
* Die width at 116 um
* Layout cells sized above 1 at 0.0500
* Detailed placement HPWL at 9.44 mm
* Log Warnings at 26
* Placed Cells incl. Taps at roughly 770
* Crit path from: counter[0]
* Final worst slack at 3.77 ns
* Total GRT Usage at 0.194
* Die Y at 116 um
* First-pass GRT wire length at 19.3 mm
* Via density at 5.31
* Setup Skew at 0.00144 ns
* Core Util at FP at 0.410
* Clock-pin slew on the worst setup and hold paths at 0.05 ns
* Mapped Area at around 0.0052 sq mm
* # hold bufs at CTS at 0
* Hold depth at 1
* Ys flops at 135
* Ys Warns at 2
* Core area at 0.0126 sq mm
* DR vias at 4100
* Status: finished, final reports clean
* RSZ-0062 raised after global routing: no
* TritonCTS clock tree: built
* CTS Root Cell: clkbuf_16
* Crit path required time at 7.02 ns
* Critical register-to-register path startpoint: counter[0]
* Sequential cell area fraction in the yosys report at 0.542
* Post-synth cell types at 60
* Worst setup SP type: register
* Drt total wl at between 10 and 15 mm
* Number of port buffers at 97
* Place WS at approximately 3.8 ns
* Wire length per cell at 16.1 um
* Combinational Area at between 0.002 and 0.0025 sq mm
* PostCTS Resize Cnt at 0
* ANT cells at 0
* Async S/R FF share, synth at 0
critical path, stage by stage, from the launching register on:
cell and delay [ns]:
dfxtp_1 0.44, ha_1 0.35, nand4_1 0.17, nor4_1 0.31
buf_4 0.23, and4_1 0.20, o211a_1 0.20, o2111ai_2 0.16
nor4_4 0.80, nor2_1 0.12
worst paths after layout:
kind / slack, ns / endpoint
min reg2reg: 0.47 / counter[31]
max reg2reg: 3.77 / counter[10]
max: 3.77 / counter[10]
min: 0.47 / counter[31]
cells by family (layout without fill, tap and decap cells):
logic type	Yosys count	count (layout)	share of synthesized area
multiplexers	8	8	0.0162
AND/OR/NAND/NOR	204	204	0.212
other	2	2	0.00145
buffers and inverters	41	122	0.0344
XOR/XNOR	35	35	0.0593
AND-OR/OR-AND	92	92	0.129
flip-flops	135	135	0.542
adder cells (fa/ha/maj)	2	2	0.00484
per-stage QoR:
step / hold slack, ns / total power, mW
2_1_floorplan: 0.440 / 0.200
3_3_place_gp: 0.469 / 0.249
3_5_place_dp: 0.459 / 0.249
4_1_cts: 0.472 / 0.464
5_1_grt: 0.481 / 0.472
6_report: 0.470 / 0.458
state kept, by name, indices dropped and copies added (netlist names):
name	flops
clkr	1
counter	32
dat	8
g0	8
g1	8
g2	8
h0	8
h1	8
h2	8
m0	8
m1	8
next	5
p	8
rs	1
s0	8
s1	8
Yosys cell counts (all sizes together) (2+ instances only):
library cell | n | area (sq um)
a221oi | 8 | 70.1
a222oi | 7 | 70.1
and4 | 7 | 61.3
a22oi | 10 | 75.1
nand2 | 44 | 165
a211oi | 2 | 15.0
edfxtp | 10 | 300
a21o | 4 | 30.0
o21a | 2 | 15.0
dfxtp | 125 | 2500
nand3 | 23 | 115
conb | 2 | 7.51
and2 | 7 | 43.8
xnor2 | 21 | 184
or3 | 3 | 18.8
xor2 | 14 | 123
clkbuf | 24 | 91.3
and3 | 11 | 68.8
inv | 9 | 33.8
ha | 2 | 25.0
o2111ai | 3 | 32.5
a32o | 4 | 40.0
a31oi | 10 | 62.6
o21ai | 13 | 65.1
nand2b | 2 | 12.5
buf | 8 | 52.5
o22ai | 3 | 18.8
or2 | 6 | 37.5
a22o | 2 | 17.5
nand4b | 5 | 43.8
nor2 | 47 | 176
nor3 | 12 | 60.1
nand4 | 20 | 140
nor4 | 7 | 73.8
mux2 | 3 | 33.8
mux2i | 5 | 50.1
a21oi | 15 | 75.1
nor3b | 5 | 37.5
layout by cell type (no fill, tap or decap), types with 6 or more instances in the layout:
cell             count
a21oi_1             15
xnor2_1             21
nand3_1             23
a31oi_1             10
inv_1                9
dfxtp_1            125
xor2_1              14
and3_1              11
o21ai_0             13
and4_1               7
and2_1               6
a221oi_1             8
a22oi_1             10
nor2_1              47
edfxtp_1            10
nor3_1              12
clkdlybuf4s50_1     97
or2_2                6
a222oi_1             7
nand4_1             19
buf_4                9
nand2_1             44
where the power goes:
group	switching [mW]	internal [mW]
clock	0.0721	0.141
combinational	0.00715	0.0429
sequential	0	0.195
layer usage:
metal  wire (um)  part of all wire  track usage  vias up
li1            -                 -            -     2028
met1        5270              0.42        0.275     1934
met2        6380              0.51        0.344      121
met3         564             0.045       0.0128       17
met4         243             0.020       0.0342        0
met5           0                 0            0        -
layout make-up:
| type | instances | share of cell area |
|---|---|---|
| tap | 172 | 0.0335 |
| sequential | 135 | 0.436 |
| inverter | 9 | 0.00526 |
| clock buffer | 7 | 0.0222 |
| timing repair buffer | 106 | 0.162 |
| multi-input combinational | 343 | 0.341 |
Power figures rest on the tool's default switching activity, not on a simulated workload.
