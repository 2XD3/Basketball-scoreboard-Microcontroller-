File: ./config.mk
export PLATFORM = sky130hd
export DESIGN_NAME = adder
export DESIGN_NICKNAME = adder
export VERILOG_FILES = /design/flow/design.v
export SDC_FILE = /design/flow/constraint.sdc
export NUM_CORES = 4
export LEC_CHECK = 1
export CORE_UTILIZATION = 50
File: ./constraint.sdc
current_design adder

set clk_period 3.1
set clk_io_pct 0.2

create_clock -name clk0 -period $clk_period [get_ports {clk}]

set non_clock_inputs [all_inputs -no_clocks]
set_input_delay [expr $clk_period * $clk_io_pct] -clock clk0 $non_clock_inputs
set_output_delay [expr $clk_period * $clk_io_pct] -clock clk0 [all_outputs]
File: ./design.v
module adder (
    input wire clk,
    input wire reset,
    input wire plus1,
    input wire plus2,
    input wire plus3,
    input wire minus1,
    input wire minus2,
    input wire minus3,
    output reg [10:0] score
);
    wire reset_n = ~reset;
    localparam DEBOUNCE_TIME = 400000;   
    reg [19:0] debounce_counter_plus1;
    reg debounce_plus1;
    reg plus1_stable;
    always @(posedge clk or negedge reset) begin
        if (!reset) begin
            debounce_counter_plus1 <= 0;
            debounce_plus1 <= 0;
            plus1_stable <= 0;
        end else begin
            if (plus1 == 1'b0) begin
                if (debounce_counter_plus1 < DEBOUNCE_TIME) begin
                    debounce_counter_plus1 <= debounce_counter_plus1 + 1;
                end else begin
                    debounce_plus1 <= 1;
                    plus1_stable <= 1;
                end
            end else begin
                debounce_counter_plus1 <= 0;
                debounce_plus1 <= 0;
                plus1_stable <= 0;
            end
        end
    end
    reg [19:0] debounce_counter_plus2;
    reg debounce_plus2;
    reg plus2_stable;
    always @(posedge clk or negedge reset) begin
        if (!reset) begin
            debounce_counter_plus2 <= 0;
            debounce_plus2 <= 0;
            plus2_stable <= 0;
        end else begin
            if (plus2 == 1'b0) begin
                if (debounce_counter_plus2 < DEBOUNCE_TIME) begin
                    debounce_counter_plus2 <= debounce_counter_plus2 + 1;
                end else begin
                    debounce_plus2 <= 1;
                    plus2_stable <= 1;
                end
            end else begin
                debounce_counter_plus2 <= 0;
                debounce_plus2 <= 0;
                plus2_stable <= 0;
            end
        end
    end
    reg [19:0] debounce_counter_plus3;
    reg debounce_plus3;
    reg plus3_stable;
    always @(posedge clk or negedge reset) begin
        if (!reset) begin
            debounce_counter_plus3 <= 0;
            debounce_plus3 <= 0;
            plus3_stable <= 0;
        end else begin
            if (plus3 == 1'b0) begin
                if (debounce_counter_plus3 < DEBOUNCE_TIME) begin
                    debounce_counter_plus3 <= debounce_counter_plus3 + 1;
                end else begin
                    debounce_plus3 <= 1;
                    plus3_stable <= 1;
                end
            end else begin
                debounce_counter_plus3 <= 0;
                debounce_plus3 <= 0;
                plus3_stable <= 0;
            end
        end
    end
    reg [19:0] debounce_counter_minus1;
    reg debounce_minus1;
    reg minus1_stable;
    always @(posedge clk or negedge reset) begin
        if (!reset) begin
            debounce_counter_minus1 <= 0;
            debounce_minus1 <= 0;
            minus1_stable <= 0;
        end else begin
            if (minus1 == 1'b0) begin
                if (debounce_counter_minus1 < DEBOUNCE_TIME) begin
                    debounce_counter_minus1 <= debounce_counter_minus1 + 1;
                end else begin
                    debounce_minus1 <= 1;
                    minus1_stable <= 1;
                end
            end else begin
                debounce_counter_minus1 <= 0;
                debounce_minus1 <= 0;
                minus1_stable <= 0;
            end
        end
    end
    reg [19:0] debounce_counter_minus2;
    reg debounce_minus2;
    reg minus2_stable;
    always @(posedge clk or negedge reset) begin
        if (!reset) begin
            debounce_counter_minus2 <= 0;
            debounce_minus2 <= 0;
            minus2_stable <= 0;
        end else begin
            if (minus2 == 1'b0) begin
                if (debounce_counter_minus2 < DEBOUNCE_TIME) begin
                    debounce_counter_minus2 <= debounce_counter_minus2 + 1;
                end else begin
                    debounce_minus2 <= 1;
                    minus2_stable <= 1;
                end
            end else begin
                debounce_counter_minus2 <= 0;
                debounce_minus2 <= 0;
                minus2_stable <= 0;
            end
        end
    end
    reg [19:0] debounce_counter_minus3;
    reg debounce_minus3;
    reg minus3_stable;
    always @(posedge clk or negedge reset) begin
        if (!reset) begin
            debounce_counter_minus3 <= 0;
            debounce_minus3 <= 0;
            minus3_stable <= 0;
        end else begin
            if (minus3 == 1'b0) begin
                if (debounce_counter_minus3 < DEBOUNCE_TIME) begin
                    debounce_counter_minus3 <= debounce_counter_minus3 + 1;
                end else begin
                    debounce_minus3 <= 1;
                    minus3_stable <= 1;
                end
            end else begin
                debounce_counter_minus3 <= 0;
                debounce_minus3 <= 0;
                minus3_stable <= 0;
            end
        end
    end
    reg plus1_reg, plus2_reg, plus3_reg, minus1_reg, minus2_reg, minus3_reg;
    reg plus1_last, plus2_last, plus3_last, minus1_last, minus2_last, minus3_last;
    always @(posedge clk or negedge reset) begin
        if (!reset) begin
            plus1_reg <= 0;
            plus2_reg <= 0;
            plus3_reg <= 0;
            minus1_reg <= 0;
            minus2_reg <= 0;
            minus3_reg <= 0;
            plus1_last <= 0;
            plus2_last <= 0;
            plus3_last <= 0;
            minus1_last <= 0;
            minus2_last <= 0;
            minus3_last <= 0;
        end else begin
            plus1_last <= plus1_stable;
            plus2_last <= plus2_stable;
            plus3_last <= plus3_stable;
            minus1_last <= minus1_stable;
            minus2_last <= minus2_stable;
            minus3_last <= minus3_stable;
            plus1_reg <= (plus1_stable & ~plus1_last);   
            plus2_reg <= (plus2_stable & ~plus2_last);   
            plus3_reg <= (plus3_stable & ~plus3_last);   
            minus1_reg <= (minus1_stable & ~minus1_last);   
            minus2_reg <= (minus2_stable & ~minus2_last);   
            minus3_reg <= (minus3_stable & ~minus3_last);   
        end
    end
    always @(posedge clk or negedge reset) begin
        if (!reset) begin
            score <= 0;   
        end else begin
            if (plus1_reg) begin
                score <= score + 1;
            end
            if (plus2_reg) begin
                score <= score + 2;
            end
            if (plus3_reg) begin
                score <= score + 3;
            end
            if (minus1_reg) begin
                score <= score - 1;
            end
            if (minus2_reg) begin
                score <= score - 2;
            end
            if (minus3_reg) begin
                score <= score - 3;
            end
        end
    end
endmodule
File: ./run.sh
#!/bin/bash
# OpenROAD 26Q1-2900-gdf79404cd8, Yosys 0.63+post, stock flow scripts
make -C /OpenROAD-flow-scripts/flow DESIGN_CONFIG=/design/flow/config.mk WORK_HOME=/design/flow/orfs finish
==> GITHUB_STEP_SUMMARY <==
### Metrics collected by this job

| Metric | Value |
|---|---|
| Run status | `finished, final reports clean` |
| Peak Freq | `0.4490 GHz` |
| Setup Buffers After CTS | `0` |
| Post-synth EDFFs | `0` |
| Total tool warning count | `29` |
| Number of global-route vias before repair | `6050` |
| Max layer used | `met4` |
| Hold Fails Final Rpt | `0` |
| Leak | `3.493 nW` |
| Crit path DAT | `2.52 ns` |
| Final instance area | `0.008935 sq mm` |
| Post-cts repair resize count | `0` |
| Yosys Chip Area | `0.007938 sq mm` |
| Power Density | `550.5 mW/mm^2` |
| Pre-CTS WS | `0.8737 ns` |
| Min cycle time layout | `2.227 ns` |
| Clock tree buffer depth | `2` |
| Worst slew pin tran | `0.8841 ns` |
| Max-slew headroom | `40.87%` |
| Worst hold slack | `0.2393 ns` |
| Core Region | `0.01537 sq mm` |
| Endpoints failing setup | `0` |
| Clock buffer count from CTS | `17` |
| Total power draw | `4.918 mW` |
| Worst Clk Skew | `0.006299 ns` |
| GP Congestion | `0.9003` |
| Max-slew violations | `0` |
| Post-DP Area | `0.008298 sq mm` |
| Max FO, Critical Path | `14` |
| Post-synthesis cell area | `0.007938 sq mm` |
| Port bufs | `18` |
| Highest-count logic cell in the final layout | `dfrtp_1` |
| Asr flop ratio synth | `100.0%` |
| Via-per-instance ratio | `5.853` |
| Row count | `45` |
| CTS tree | `yes` |
| Hold Crit Class | `in2async` |
| Final WS setup | `0.8726 ns` |
| Skew-Pair Late Insertion Delay | `0.41 ns` |
| FP Util | `51.64%` |
| Vert. Die Dim | `128.0 um` |
| Post-route ant nets | `0` |
| Placed Cells | `1066` |
| Share of layout cells above drive strength 1 | `7.328%` |
| Drt first pass iters | `5` |
| Post-DR wirelength/cell | `14.12 um` |
| Worst endpoint required time | `3.40 ns` |
| WL met2 | `6.996 mm` |
| Placed wire-length estimate | `9.953 mm` |
| Overflow after GRT | `0` |
| Switching pwr | `1.197 mW` |
| Total Wirelength | `15.50 mm` |
| Avg Inst Size Synth | `9.092 sq um` |
| Startpoint Class | `register` |
| Final Util | `58.13%` |
| Area growth from synthesis to layout | `12.56%` |
| Total number of vias | `6427` |
| Setup crit end kind | `register` |
| DRC errors left | `0` |
| Clock transition at path regs | `0.06 ns` |
| Die X | `128.0 um` |
| Synth area leader | `dfrtp_1` |
| Setup repair after global routing missed its margin | `no` |
| Post-Synthesis Cells | `873` |
| Ys flops | `149` |
| Cell internal pwr | `3.721 mW` |
| Initial antenna violation count | `0` |
| Synth Flop Type | `dfrtp_1` |
| CP Class | `reg2reg` |
| Fill cell count | `1281` |
| Chip area | `0.01638 sq mm` |
| CTS sink cnt | `149` |
| Non-filler cells, final | `1098` |
| Total track usage | `21.15%` |
| Logic pwr share | `10.7%` |
| Max-area cell share | `46.97%` |
| Hold_buf cts | `0` |
| Top cells excl fill/tap | `dfrtp_1 (149), a21oi_1 (101), o21ai_0 (72), or3_1 (64), nor2_1 (62)` |
| Clock network power share | `44.8%` |
| Cells in synth_stat.txt | `873` |
| First-pass GRT wire length | `27.72 mm` |
| Sw Ratio | `24.34%` |
| Metal3 WL | `588 um` |
| Iter 0 DRT Violations | `488` |
| Synth unique cells | `58` |
| Total I/O pin count | `19` |
| Max rail drop VDD | `468.2 uV` |
| Warnings from Yosys | `1` |
| ANT cells | `0` |
| Sequential area share after synthesis | `46.97%` |
| Cycle use final | `71.85%` |
| Root buffer cell | `clkbuf_16` |
| Seq pwr share | `44.5%` |
| H-Tree Depth | `4` |
| Largest net degree at the start of global routing | `78` |
| Met1 WL | `7.809 mm` |
| Max-cap violations | `0` |
| Largest cells by area | `dfrtp_1 (47%), a21oi_1 (6.4%), or3_1 (5.0%)` |
| Total negative slack | `0 ns` |
power groups by stage:
stage,Combinational [mW],Sequential [mW],Clock [mW]
CTS,0.528,2.19,2.26
global route,0.607,2.21,2.35
finish,0.525,2.19,2.20
metal layers:
metal	global-route usage [%]	vias to the layer above
li1	-	3230
met1	33.43	3075
met2	32.67	117
met3	4.337	5
met4	2.007	0
met5	0	-
worst max-delay path, stage by stage, from the launching register on:
cell and delay, ns:
dfrtp_1 0.40, or4_4 0.54, or3_1 0.36, o32a_2 0.29, nor3_1 0.18, mux2_1 0.34
final timing paths:
path | startpoint | endpoint | slack [ns] | depth (start not counted)
setup / recovery | debounce_counter_plus2[16] | debounce_counter_plus2[14] | 0.87 | 5
hold / removal | reset | debounce_counter_plus2[9] | 0.24 | 1
setup reg to reg | debounce_counter_plus2[16] | debounce_counter_plus2[14] | 0.87 | 5
hold reg to reg | minus1_last | minus1_reg | 0.39 | 1
max in group asynchronous | reset | debounce_counter_minus1[15] | 2.20 | 2
min in group clk0 | minus1_last | minus1_reg | 0.39 | 1
cell families after synthesis:
family	Yosys count	synth area share [%]
buffers and inverters	77	4.004
AND-OR/OR-AND	235	16.96
adder cells (fa/ha/maj)	12	1.892
XOR/XNOR	16	1.766
AND/OR/NAND/NOR	359	24.95
flip-flops	149	46.97
multiplexers	25	3.452
synthesized netlist by cell type (all sizes together) (5+ instances only):
cell    count
and2        5
nand2b      6
mux2       19
nor2       62
or4        27
mux2i       6
nand2      44
xor2        8
or3        64
dfrtp     149
nor3       20
and3        5
ha         12
a21oi     102
o31ai      21
nor2b      29
nand4      25
xnor2       8
o21a        9
and4        6
nor4       16
clkbuf     41
o21ai      73
inv        31
nand3      38
buf         5
layout make-up:
type / count / area [sq um] / area share (%)
timing repair buffer: 28 / 281.5 / 3.151
tap: 211 / 264.0 / 2.955
clock buffer: 24 / 491.7 / 5.503
sequential: 149 / 3729 / 41.73
inverter: 31 / 116.4 / 1.302
clock inverter: 8 / 145.1 / 1.624
multi-input combinational: 647 / 3908 / 43.73
Power and IR drop assume default switching activity.
