===== design/flow/config.mk =====
export PLATFORM = sky130hd
export DESIGN_NAME = ps2_key
export DESIGN_NICKNAME = ps2_key
export VERILOG_FILES = /design/flow/design.v
export SDC_FILE = /design/flow/constraint.sdc
export NUM_CORES = 4
export LEC_CHECK = 1
export CORE_AREA = 10 10 104 104
export DIE_AREA = 0 0 114 114

===== design/flow/constraint.sdc =====
current_design ps2_key

set clk_period 2.0
set clk_io_pct 0.2

create_clock -name clk0 -period $clk_period [get_ports {ps2k_clk}]

set non_clock_inputs [all_inputs -no_clocks]
set_input_delay [expr $clk_period * $clk_io_pct] -clock clk0 $non_clock_inputs
set_output_delay [expr $clk_period * $clk_io_pct] -clock clk0 [all_outputs]

===== design/flow/design.v =====
module ps2_key(
	input clk,
	input reset,
	input ps2k_clk,
	input ps2k_data,
	output  pause,
	output plus1_G,
	output  plus2_G,
	output  plus3_G,
	output plus1_H,
	output  plus2_H,
	output  plus3_H,
	output minus1_G,
	output  minus2_G,
	output  minus3_G,
	output minus1_H,
	output  minus2_H,
	output  minus3_H	);
wire[7:0] ps2_byte;	 
wire ps2_state;		 
ps2scan			ps2scan(	.clk(clk),
								.reset(reset),
								.ps2k_clk(ps2k_clk),
								.ps2k_data(ps2k_data),
								.ps2_byte(ps2_byte),
								.ps2_state(ps2_state),
								);
receive			digits(	 
								.state(ps2_state),
								.code(ps2_byte),
								.plus1_G(plus1_G),
								.plus2_G(plus2_G),
								.plus3_G(plus3_G),
								.plus1_H(plus1_H),
								.plus2_H(plus2_H),
								.plus3_H(plus3_H),
								.minus1_G(minus1_G),
								.minus2_G(minus2_G),
								.minus3_G(minus3_G),
								.minus1_H(minus1_H),
								.minus2_H(minus2_H),
								.minus3_H(minus3_H),
								.pause(pause)
								);
endmodule
module ps2scan(
	input clk,
	input reset,
	input ps2k_clk,
	input ps2k_data,
	output[7:0] ps2_byte,
	output ps2_state
);
reg passed = 0;
reg failed = 0;
reg[7:0] ps2_byte_r;
reg[7:0] temp_data;
reg[3:0] num;
wire parity_check;
reg parity_good;
reg start_good;
reg stop_good;
reg send_led;
assign parity_check = ~^temp_data;
always @ (negedge ps2k_clk or negedge reset) begin
	if(!reset) begin
			num <= 4'd0;
			temp_data <= 8'd0;
			parity_good <= 1'b0;
			start_good <= 1'b0;
			stop_good <= 1'b0;
		end
		else begin
				case (num)
					4'd0:	begin								
								start_good <= ~ps2k_data;
								if (~ps2k_data) begin
									num <= num+1'b1;
								end
							end
					4'd1:	begin
								num <= num+1'b1;
								temp_data[0] <= ps2k_data;	 
							end
					4'd2:	begin
								num <= num+1'b1;
								temp_data[1] <= ps2k_data;	 
							end
					4'd3:	begin
								num <= num+1'b1;
								temp_data[2] <= ps2k_data;	 
							end
					4'd4:	begin
								num <= num+1'b1;
								temp_data[3] <= ps2k_data;	 
							end
					4'd5:	begin
								num <= num+1'b1;
								temp_data[4] <= ps2k_data;	 
							end
					4'd6:	begin
								num <= num+1'b1;
								temp_data[5] <= ps2k_data;	 
							end
					4'd7:	begin
								num <= num+1'b1;
								temp_data[6] <= ps2k_data;	 
							end
					4'd8:	begin
								num <= num+1'b1;
								temp_data[7] <= ps2k_data;	 
							end
					4'd9:	begin
								num <= num+1'b1;
								parity_good <= parity_check == ps2k_data; 
							end
					4'd10: begin
								stop_good <= ps2k_data;
								if (ps2k_data) begin
									num <= 4'd0;
								end
							end
					default: ;
					endcase
				end
end
reg key_f0;
reg key_e0;	
reg ps2_state_r;	
always @ (posedge newcode or negedge reset) begin
	if(!reset) begin
			key_f0 <= 1'b0;
			key_e0 <= 1'b0;
			ps2_state_r <= 1'b0;
		end
	else begin
			if(temp_data == 8'hf0) key_f0 <= 1'b1;
			else if (temp_data == 8'he0) key_e0 <= 1'b1;
			else begin
					if(!key_f0 && !key_e0) begin
							ps2_byte_r <= temp_data;
							ps2_state_r <= 1'b1;
						end
					else begin
							ps2_state_r <= 1'b0;
							key_f0 <= 1'b0;
							key_e0 <= 1'b0;
							ps2_byte_r<=8'hf0;
						end
				end
		end
end
reg[7:0] ps2_asci;
wire newcode;
reg newcode2;
reg newkey;
always @ (negedge clk or negedge reset) begin
	if (!reset) begin
			newkey <= 1'b0;
			newcode2 <= 1'b0;
		end
	else if (newcode2 != newcode) newcode2 <= newcode;
	else newkey <= newcode2 & ps2_state_r;
end
assign newcode = ~|num;
reg[7:0] code_last;
reg[7:0] code_1;
reg[7:0] code_2;
reg[7:0] code_3;
reg[7:0] aa_count;
always @ (posedge newkey or negedge reset) begin
	if(!reset) begin
			passed <= 1'b0;
			failed <= 1'b0;
			code_last <= 8'h00;
			code_1 <= 8'h00;
			code_2 <= 8'h00;
			code_3 <= 8'h00;
			ps2_asci <= 0;
			aa_count <= 0;
		end
	else begin
			code_3 <= code_2;
			code_2 <= code_1;
			code_1 <= code_last;
			code_last <= ps2_byte_r;
		end
end
assign ps2_byte=ps2_byte_r;  
assign ps2_state = ps2_state_r;
endmodule
module receive(
	input state,
	input [7:0] code,
	output reg pause,
	output reg plus1_G,
	output reg plus2_G,
	output reg plus3_G,
	output reg plus1_H,
	output reg plus2_H,
	output reg plus3_H,
	output reg minus1_G,
	output reg minus2_G,
	output reg minus3_G,
	output reg minus1_H,
	output reg minus2_H,
	output reg minus3_H
	);
	initial begin
		pause=1;
		plus1_G=1;
		plus2_G=1;
		plus3_G=1;
		plus1_H=1;
		plus2_H=1;
		plus3_H=1;
		minus1_G=1;
		minus2_G=1;
		minus3_G=1;
		minus1_H=1;
		minus2_H=1;
		minus3_H=1;
	end
	parameter space=8'h29,
				 A=8'h1c, 
				 S=8'h1b, 
				 D=8'h23, 
				 J=8'h3b, 
				 K=8'h42, 
				 L=8'h4b, 
				 X=8'h22, 
				 C=8'h21, 
				 V=8'h2a,  
				 B=8'h32,  
				 N=8'h31,  
				 M=8'h3a;  
	always@(*) begin
		case(code) 
			A: begin
						pause=0;
						plus1_G=1;
						plus2_G=1;
						plus3_G=1;
						plus1_H=0;
						plus2_H=1;
						plus3_H=1;
						minus1_G=1;
						minus2_G=1;
						minus3_G=1;
						minus1_H=1;
						minus2_H=1;
						minus3_H=1;
					end
			S: begin
						pause=0;
						plus1_G=1;
						plus2_G=1;
						plus3_G=1;
						plus1_H=1;
						plus2_H=0;
						plus3_H=1;
						minus1_G=1;
						minus2_G=1;
						minus3_G=1;
						minus1_H=1;
						minus2_H=1;
						minus3_H=1;
					end
			D: begin
						pause=0;
						plus1_G=1;
						plus2_G=1;
						plus3_G=1;
						plus1_H=1;
						plus2_H=1;
						plus3_H=0;
						minus1_G=1;
						minus2_G=1;
						minus3_G=1;
						minus1_H=1;
						minus2_H=1;
						minus3_H=1;
					end
			J: begin
						pause=1;
						plus1_G=0;
						plus2_G=1;
						plus3_G=1;
						plus1_H=1;
						plus2_H=1;
						plus3_H=1;
						minus1_G=1;
						minus2_G=1;
						minus3_G=1;
						minus1_H=1;
						minus2_H=1;
						minus3_H=1;
					end
			K: begin
						pause=0;
						plus1_G=1;
						plus2_G=0;
						plus3_G=1;
						plus1_H=1;
						plus2_H=1;
						plus3_H=1;
						minus1_G=1;
						minus2_G=1;
						minus3_G=1;
						minus1_H=1;
						minus2_H=1;
						minus3_H=1;
					end
			L: begin
						pause=0;
						plus1_G=1;
						plus2_G=1;
						plus3_G=0;
						plus1_H=1;
						plus2_H=1;
						plus3_H=1;
						minus1_G=1;
						minus2_G=1;
						minus3_G=1;
						minus1_H=1;
						minus2_H=1;
						minus3_H=1;
					end
				X: begin
						pause=0;
						plus1_G=1;
						plus2_G=1;
						plus3_G=1;
						plus1_H=1;
						plus2_H=1;
						plus3_H=1;
						minus1_G=1;
						minus2_G=1;
						minus3_G=1;
						minus1_H=0;
						minus2_H=1;
						minus3_H=1;
					end
			C: begin
						pause=0;
						plus1_G=1;
						plus2_G=1;
						plus3_G=1;
						plus1_H=1;
						plus2_H=1;
						plus3_H=1;
						minus1_G=1;
						minus2_G=1;
						minus3_G=1;
						minus1_H=1;
						minus2_H=0;
						minus3_H=1;
					end
			V: begin
						pause=0;
						plus1_G=1;
						plus2_G=1;
						plus3_G=1;
						plus1_H=1;
						plus2_H=1;
						plus3_H=1;
						minus1_G=1;
						minus2_G=1;
						minus3_G=1;
						minus1_H=1;
						minus2_H=1;
						minus3_H=0;
					end
			B: begin
						pause=0;
						plus1_G=1;
						plus2_G=1;
						plus3_G=1;
						plus1_H=1;
						plus2_H=1;
						plus3_H=1;
						minus1_G=0;
						minus2_G=1;
						minus3_G=1;
						minus1_H=1;
						minus2_H=1;
						minus3_H=1;
					end
			N: begin
						pause=0;
						plus1_G=1;
						plus2_G=1;
						plus3_G=1;
						plus1_H=1;
						plus2_H=1;
						plus3_H=1;
						minus1_G=1;
						minus2_G=0;
						minus3_G=1;
						minus1_H=1;
						minus2_H=1;
						minus3_H=1;
					end
			M :begin
						pause=0;
						plus1_G=1;
						plus2_G=1;
						plus3_G=1;
						plus1_H=1;
						plus2_H=1;
						plus3_H=1;
						minus1_G=1;
						minus2_G=1;
						minus3_G=0;
						minus1_H=1;
						minus2_H=1;
						minus3_H=1;
					end	
			space: begin
						pause=0;
						plus1_G=1;
						plus2_G=1;
						plus3_G=1;
						plus1_H=1;
						plus2_H=1;
						plus3_H=1;
						minus1_G=1;
						minus2_G=1;
						minus3_G=1;
						minus1_H=1;
						minus2_H=1;
						minus3_H=1;
					end
			default:  begin
						pause=1;
						plus1_G=1;
						plus2_G=1;
						plus3_G=1;
						plus1_H=1;
						plus2_H=1;
						plus3_H=1;
						minus1_G=1;
						minus2_G=1;
						minus3_G=1;
						minus1_H=1;
						minus2_H=1;
						minus3_H=1;
					end
			endcase
	end
endmodule

===== design/flow/run.sh =====
#!/bin/bash
# OpenROAD 26Q1-2900-gdf79404cd8, Yosys 0.63+post, stock flow scripts
make -C /OpenROAD-flow-scripts/flow DESIGN_CONFIG=/design/flow/config.mk WORK_HOME=/design/flow/orfs finish

==> job_summary.md <==
### Metrics collected by this job

| Metric | Value |
|---|---|
| Combinational Area | `571 sq um` |
| # placed instances | `240` |
| Placed cell areas | `1500 sq um` |
| Setup WS pre-CTS | `-483 ps` |
| Req. time, crit path | `1100 ps` |
| Outcome | `finished clean` |
| Worst Path Arrival | `1060 ps` |
| Synthesized area | `1190 sq um` |
| Slew headroom | `60.8%` |
| Unrepaired setup endpoints after global routing | `no` |
| Fin util | `18.0%` |
| MaxCap Viol Count | `0` |
| CTS tree | `yes` |
| Port Buffer Count | `15` |
| Total Neg Setup Slack | `0 ps` |
| H-tree Lvls | `1` |
| Placement Rows | `34` |
| Yosys chip area | `1190 sq um` |
| Vias in the first global route | `829` |
| Register area | `591 sq um` |
| Final Max Slew Viols | `0` |
| Total CTS buffers | `3` |
| CTS hold repair buffers | `0` |
| Initial antenna violation count | `0` |
| CP Launch Type | `input pin` |
| Antenna viol nets, final | `0` |
| Post-route insts no fill | `244` |
| Total grt overflow | `0` |
| DRC Markers | `0` |
| Placeable Area | `8680 sq um` |
| Critical Path Fanout Max | `7` |
| DRT Wirelength | `2.25 mm` |
| Synth Warn # | `2` |
| Routed WL per cell | `9.23 microns` |
| Die y size | `114 microns` |
| Yosys cell count | `120` |
| P_leak | `0.553 nW` |
| CP endpoint kind | `flip-flop` |
| Core Util at FP | `13.8%` |
| Share of post-route cells with drive strength above 1 | `15.4%` |
| Total power divided by cell area | `954 nW/um^2` |
| Clock transition at path regs | `40 ps` |
| EDFF count, synth | `8` |
| Largest net degree at the start of global routing | `16` |
| DRT iter0 DRCs | `22` |
| # IOs | `17` |
| Type of the most critical hold path | `reg -> reg` |
| Top_reg_cell synth | `dfrtn_1` |
| Final setup fails | `0` |
| Min Hold Slack | `476 ps` |
| Log Warnings | `26` |
| Gpl congestion | `0.809` |
| Clk root buf | `clkbuf_8` |
| Count of unclocked register or latch pins | `10` |
| Synth flops | `22` |
| Kind of critical path | `in -> reg` |
| PnR Total Power | `1.49 mW` |
| Post-synth ARST share | `63.6%` |
| Worst slew pin tran | `580 ps` |
| Yosys cell types | `32` |
| Maximum vdd ir drop | `0.809 mV` |
| Endpoints left unconstrained | `31` |
| Layout area overhead | `30.6%` |
| DP HPWL | `1.63 mm` |
| Syn_area_per_cell | `9.95 sq um` |
| Fillers | `981` |
| Synth Seq Share | `49.5%` |
| Drt first pass iters | `3` |
| Mapped Cells | `120` |
| Clock skew | `1.23 ps` |
| Setup ws final | `39.2 ps` |
| All-Layer GR Usage | `3.39%` |
| Final Hold Fails | `0` |
| Hold path depth | `1` |
| Design area | `1560 sq um` |
| Die Span X | `114 microns` |
| # diodes | `0` |
| Die area | `13000 sq um` |
| Via count | `879` |
| Clock latency (worst-skew pair) | `260 ps` |
| Bufs on Longest Clock Path | `2` |
| First-pass GRT wire length | `3.95 mm` |
| R2R depth | `3` |
| Vias per cell | `3.60` |
[critical path, cell delays in order]
cell             delay (ps)
clkdlybuf4s15_1         240
buf_6                   160
mux2_2                  260
[flip-flops by register name (all words and copies together) (netlist names)]
name and count:
ps2scan.key_e0 1, ps2scan.key_f0 1, ps2scan.num 4, ps2scan.ps2_byte_r 8
ps2scan.temp_data 8
[cells by family (layout without fill, tap and decap cells)]
logic type / after synthesis / count (layout) / share of synthesized area, %
xor gates and xnor gates: 1 / 1 / 0.734
DFF: 22 / 22 / 49.5
AOI/OAI and AO/OA: 11 / 11 / 5.45
buffers and inverters: 10 / 26 / 3.25
muxes: 9 / 9 / 8.39
and+or+nand+nor: 67 / 67 / 32.7
[layer usage]
layer / share of wire, % / GRT usage (%)
met1: 57 / 5.29
met4: 0.44 / 0.251
met2: 35 / 4.52
met3: 7.5 / 1.22
met5: 0 / 0
[synthesized netlist by cell type (2+ instances only)]
library cell	count	area, sq um
and2_1	5	31.3
clkbuf_1	5	18.8
or4b_1	2	20.0
mux2_2	8	90.1
nand2b_1	3	18.8
or3_1	4	25.0
dfrtn_1	14	350
nor3_1	9	45.0
nor2_1	13	48.8
nand2_1	14	52.6
nand3_1	3	15.0
edfxtp_1	8	240
nor4b_1	3	26.3
inv_1	3	11.3
a21oi_1	8	40.0
nor4_1	2	12.5
[layout make-up]
| cell class | instances | area share [%] |
|---|---|---|
| inverter | 3 | 0.722 |
| timing repair buffer | 19 | 12.6 |
| clock buffer | 4 | 3.53 |
| tap | 108 | 8.67 |
| multi-input combinational | 88 | 36.6 |
| sequential | 22 | 37.9 |
[placed cells by master (no fill, tap or decap), drive strengths merged, types with 2 or more instances in the layout]
master	instances
a211oi	2
a21oi	8
and2	5
buf	4
clkbuf	4
clkdlybuf4s50	14
dfrtn	14
edfxtp	8
inv	3
mux2	8
nand2	14
nand2b	3
nand3	3
nor2	13
nor3	9
nor4	2
nor4b	5
or3	4
or4b	2
[worst paths after layout]
kind / to / from / slack, ps
setup / recovery: ps2scan.temp_data[4] / ps2k_data / 40
hold / removal: ps2scan.temp_data[1] / ps2scan.temp_data[1] / 480
setup reg to reg: ps2scan.temp_data[3] / ps2scan.num[2] / 430
hold reg to reg: ps2scan.temp_data[1] / ps2scan.temp_data[1] / 480
max in group asynchronous: ps2scan.num[0] / reset / 490
min in group asynchronous: ps2scan.num[1] / reset / 1360
[power breakdown]
group          switching, mW  total (mW)  internal [mW]
combinational          0.216       0.491          0.275
sequential             0.240       0.738          0.499
clock                 0.0856       0.259          0.174
[repair_timing]
| action | CTS | global route |
|---|---|---|
| setup buffers | 0 | 0 |
| gates resized | 1 | 2 |
| setup endpoints to repair | 11 | 7 |
| pin swaps | 0 | 0 |
Power is estimated from default activity; no workload was simulated.
